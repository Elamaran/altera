$ cat /design/flow/config.mk
export PLATFORM = sky130hd
export DESIGN_NAME = top
export DESIGN_NICKNAME = top
export VERILOG_FILES = /design/flow/design.v
export SDC_FILE = /design/flow/constraint.sdc
export NUM_CORES = 4
export LEC_CHECK = 1
export CORE_AREA = 10 10 112 112
export DIE_AREA = 0 0 122 122
$ cat /design/flow/constraint.sdc
current_design top

set clk_period 1.3
set clk_io_pct 0.2

create_clock -name clk0 -period $clk_period [get_ports {clk}]

set non_clock_inputs [all_inputs -no_clocks]
set_input_delay [expr $clk_period * $clk_io_pct] -clock clk0 $non_clock_inputs
set_output_delay [expr $clk_period * $clk_io_pct] -clock clk0 [all_outputs]
$ cat /design/flow/design.v
module top (
input wire clk, 
input wire rstn,
output wire [2:0]led);
wire clk_internal;
reg clk_r;
reg [24:0]count;
always @ (posedge clk, negedge rstn)
begin
	if (!rstn)
		clk_r <= 0;
	else
		clk_r = ~clk_r;
end
assign clk_internal = clk_r;
always @ (posedge clk_internal, negedge rstn)
begin 
	if (!rstn)
		count <= ~25'd0;
	else 
		count <= count + 1;
end
assign led[2:0] = count [24:22];
endmodule
$ cat /design/flow/run.sh
#!/bin/bash
# OpenROAD 26Q1-2900-gdf79404cd8, Yosys 0.63+post, stock flow scripts
make -C /OpenROAD-flow-scripts/flow DESIGN_CONFIG=/design/flow/config.mk WORK_HOME=/design/flow/orfs finish
==> impl_metrics.py <==
# Auto-generated metrics
metrics = {
    "clock_tree": {
        "cts_hold_buf": 0,
        "clk_latency_ns": 0,
        "cts_resized": 0,
        "clkTransAtPathRegs_ns": 0,
        "cts_setup_buffers": 0,
    },
    "logic_synthesis": {
        "postSynthSeqShare": 0.585,
        "yosys_warnings": 1,
        "synth-async-reset-ratio": 1.00,
        "ys_ff": 26,
        "syn_inst": 92,
        "synthesis.area_mm2": 0.00117,
        "ff_type": "dfstp_2",
        "synth_cell_type_count": 20,
        "ys_area_mm2": 0.00117,
        "syn_area_per_cell_um2": 12.7,
        "ys_cells": 92,
        "edf_count": 0,
    },
    "setup_path": {
        "crit_family": "buffers and inverters",
        "ff2ff_setup_slack_ns": 0.82,
        "path_buffers": 1,
        "cp.depth": 1,
        "crit_path_top_delay_cell": "clkdlybuf4s50_1",
        "endpoint_kind": "async pin",
        "crit_fanout": 2,
        "cp.required_ns": 1.51,
        "worstSetupPathType": "primary input to async pin",
        "path_cells": "clkdlybuf4s50_1",
        "ff2ff_path_depth": 1,
        "arrival_ns": 0.74,
        "slowest_delay_ns": 0.48,
        "start_kind": "primary input",
    },
    "sta": {
        "fin_skew_ns": 0,
        "hold_viol": 0,
        "rsz0062_at_grt": "no",
        "tightest_slew_ns": 0.390,
        "worst_slack_ns": 0.766,
        "finalSetupViolCount": 0,
        "min_period_ns": 0.534,
        "setup-tns-final_ns": 0,
        "fin_crit_sh": 0.411,
        "slew_headroom": 0.738,
        "fmax_mhz": 1870,
        "unclocked_pins": 25,
        "untimed_endpoints": 28,
        "final_max_slew_viol_count": 0,
    },
    "outcome": {
        "status": "complete, no violations",
    },
    "route": {
        "detail_route.wl_per_cell_um": 7.01,
        "insertedDiodeCount": 0,
        "final_antenna_net_count": 0,
        "vias_per_cell": 2.72,
        "vias": 628,
        "drc_errors": 0,
        "wl_um": 1620,
        "firstDrtPassIters": 4,
        "drtIter0Drc": 38,
    },
    "global_routing": {
        "grt_pass1_wl_um": 3020,
        "gr-usage-all-layers": 0.0228,
        "grt_use_met1": 0.0364,
        "first_global_vias": 623,
        "busiest_layer": "met1",
        "grt_max_degree": 26,
        "use_met3": 0.00329,
        "antenna_found_initial": 1,
        "overflow": 0,
        "grt_use_met2": 0.0336,
    },
    "cells_and_area": {
        "drive_gt1_frac": 0.337,
        "stdcell_count": 231,
        "finalCoreUtilization": 0.134,
        "area_growth_pct": 17.4,
    },
    "floorplan": {
        "initCoreUtil": 0.114,
        "coreArea_mm2": 0.0102,
        "ios": 5,
        "num_rows": 37,
        "die_y_um": 122,
        "chip_area_mm2": 0.0149,
        "die_w_um": 122,
    },
    "pwr": {
        "intPower_mw": 0.0424,
        "p_switching_mw": 0.0155,
        "fin_total_pwr_mw": 0.0579,
        "clkPwrFrac": 0,
        "seqPwrFrac": 0.653,
        "p_comb_frac": 0.347,
        "pwr_density_cell_mw_per_mm2": 42.3,
        "peakVddDrop_mv": 0.0509,
        "power.leakage_nw": 0.487,
        "power_switching_share": 0.267,
    },
    "min_path": {
        "min-delay-path-class": "register to register",
        "worstHoldPathCells": 1,
    },
    "place": {
        "place_congestion": 0.738,
        "hpwl_um": 1220,
        "io_buffers": 4,
        "placed_cells": 231,
        "post-place-ws_ns": 0.762,
    },
    "job": {
        "warnings": 28,
        "drv_cap": 0,
    },
}
-- cell families after synthesis --
group | count (synthesis) | share of synthesized area
xor+xnor | 23 | 0.173
fa+ha+maj | 1 | 0.0107
simple gates | 36 | 0.203
buf+inv | 6 | 0.0290
flops | 26 | 0.585
-- Yosys cell counts, types with 3 or more instances --
master,number,area (µm²)
nand4_1,4,25.0
inv_1,3,11.3
and3_1,3,18.8
nand3_1,10,50.1
nand2_1,6,22.5
xnor2_1,15,131
xor2_1,8,70.1
dfstp_2,25,657
buf_4,3,22.5
nor2_1,5,18.8
-- final cells by class --
| cell class | count | area, µm² |
|---|---|---|
| Fill cell | 1140 | 8860 |
| Inverter | 3 | 11.3 |
| Multi-Input combinational cell | 60 | 450 |
| Sequential cell | 26 | 682 |
| Tap cell | 136 | 170 |
| Timing Repair Buffer | 6 | 55.1 |
-- metal layers --
| metal | part of all wire | vias up |
|---|---|---|
| li1 | - | 317 |
| met1 | 0.56 | 301 |
| met2 | 0.40 | 6 |
| met3 | 0.033 | 2 |
| met4 | 0 | 2 |
| met5 | 0.0080 | - |
-- power groups by stage --
stage	clock network, mW	registers, mW	logic [mW]
CTS	0	0.0378	0.0211
global route	0	0.0378	0.0235
finish	0	0.0378	0.0201
-- flip-flops by register name, indices dropped and copies added, names as in the netlist --
name and cells:
count 25, clk_r 1
-- through the flow --
| step | area [µm²] | hold WS, ns |
|---|---|---|
| finish | 1370 | 0.408 |
| global route | 1370 | 0.431 |
| CTS | 1370 | 0.412 |
| detailed placement | 1370 | 0.411 |
| global placement | 1370 | 0.413 |
| floorplan | 1170 | -0.0356 |
-- worst paths after layout --
check,startpoint,to
worst max-delay path,rstn,clk_r
worst min-delay path,clk_r,clk_r
worst max register to register,clk_r,clk_r
worst min register to register,clk_r,clk_r
max in group clk0,clk_r,clk_r
min in group asynchronous,rstn,clk_r
-- cells in the final DEF (no fill, tap or decap), types with 2 or more instances in the layout --
cell type        count
nand4_1              4
nor2_1               5
dfstp_2             25
buf_4                2
clkdlybuf4s50_1      4
nand2_1              6
xnor2_1             15
and3_1               3
inv_1                3
nand3_1             10
xor2_1               8
Power is estimated from default activity; no workload was simulated.
