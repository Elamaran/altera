### flow/run.sh
#!/bin/bash
# OpenROAD 26Q1-2900-gdf79404cd8, Yosys 0.63+post, stock flow scripts
make -C /OpenROAD-flow-scripts/flow DESIGN_CONFIG=/design/flow/config.mk WORK_HOME=/design/flow/orfs finish
### flow/config.mk
export PLATFORM = sky130hd
export DESIGN_NAME = dbl_tap_monitor
export DESIGN_NICKNAME = dbl_tap_monitor
export VERILOG_FILES = /design/flow/design.v
export SDC_FILE = /design/flow/constraint.sdc
export NUM_CORES = 4
export LEC_CHECK = 1
export CORE_AREA = 10 10 111 111
export DIE_AREA = 0 0 121 121
### flow/constraint.sdc
current_design dbl_tap_monitor

set clk_period 3.3
set clk_io_pct 0.2

create_clock -name clk0 -period $clk_period [get_ports {clk_1k}]

set non_clock_inputs [all_inputs -no_clocks]
set_input_delay [expr $clk_period * $clk_io_pct] -clock clk0 $non_clock_inputs
set_output_delay [expr $clk_period * $clk_io_pct] -clock clk0 [all_outputs]
### flow/design.v
module dbl_tap_monitor 
(
input wire clk_1k,				 
input wire rstn,			
input wire in_signal,			 
input wire [15:0] delay_ms, 	 
output wire out_signal			 
);
reg tap_pulse_r;
reg tap_sense;
wire tap_pulse;
always @ (posedge clk_1k, negedge rstn)
begin
	if (!rstn)
		tap_pulse_r <= 0;
	else
		tap_pulse_r <= in_signal;
end
assign tap_pulse = !tap_pulse_r & in_signal;
reg c_rstn;
reg [15:0] counter;
always @(posedge clk_1k, negedge rstn)
begin
	if (!rstn)
		counter <= 0;
	else if (!c_rstn)
		counter <= 0;
	else
		counter <= counter + 1;
end
always @ (posedge clk_1k, negedge rstn)
begin
	if (!rstn) begin		
		c_rstn <= 0;
		tap_sense <= 0;
		end
	else if (tap_pulse & (counter ==0)) begin
		c_rstn <= 1;
		tap_sense <= tap_sense;
		end
	else if (tap_pulse & (counter !=0)) begin
		c_rstn <= 0;
		tap_sense <= ~tap_sense;
		end
	else if ( (counter + 1) >= delay_ms ) begin
		c_rstn <= 0;
		tap_sense <= tap_sense;
		end
end
assign out_signal = tap_sense;
endmodule
==> job_summary.md <==
### Metrics collected by this job

| Metric | Value |
|---|---|
| Slew Limit Fails | `0` |
| Cells along the critical path | `ha_1 -> nand3_2 -> nor3_2 -> xor2_1 -> ha_1 -> nand4_1 -> nor2_1 -> and4_1 -> a311o_1 -> a211oi_1` |
| Crit path largest cell delay | `0.46 ns` |
| Starting DRT DRC Count | `37` |
| Total gr overflow | `0` |
| Critical Path End Type | `register` |
| Flip-flops with a built-in enable | `0` |
| Int Power | `449 uW` |
| # hold bufs at CTS | `0` |
| 1st-pass router iterations | `4` |
| Max clock buf depth | `2` |
| Area reported by Yosys stat | `1350 um^2` |
| Crit path DRT | `3.47 ns` |
| Antenna Violating Nets Remaining | `0` |
| Antenna violations before repair | `0` |
| Fmax | `0.373 GHz` |
| Skew final | `0.000663 ns` |
| Total GRT Usage | `0.0428` |
| Period utilisation layout | `0.812` |
| Hold Path End | `tap_sense` |
| FP Core Util | `0.137` |
| Sequential share of the synthesized area | `0.353` |
| Die height | `121 um` |
| Hold/Removal Path Class | `reg -> reg` |
| Yosys top cell by instances | `dfrtp_1` |
| Largest net degree at the start of global routing | `20` |
| Resize count post-CTS | `0` |
| I/O pins | `20` |
| H-tree Lvls | `1` |
| Dominant flop cell | `dfrtp_1` |
| Log Warnings | `26` |
| Fillers | `1086` |
| Reg2reg start | `counter[0]` |
| YS warnings | `1` |
| Asr flop ratio synth | `1.00` |
| Die width | `121 um` |
| Final min period | `2.68 ns` |
| Most common library cells after synthesis | `19 x dfrtp_1, 18 x ha_1, 17 x inv_1, 16 x and2_1, 8 x xnor2_1` |
| R2r setup slk | `0.62 ns` |
| Total CTS buffers | `3` |
| Startpoint types | `register` |
| Registers, synthesis | `19` |
| # rows | `36` |
| Vias per cell | `3.43` |
| Fin Hold WS | `0.479 ns` |
| Core Area | `9860 um^2` |
| Share of cells above drive strength 1 | `0.0606` |
| Slew margin rel. | `0.729` |
| Setup TNS | `0 ns` |
| Power share of the combinational group | `0.268` |
| Clk latency of the worst-skew pair | `0.25 ns` |
| Post-Synthesis Cells | `143` |
| P_leak | `0.000814 uW` |
| Wire per inst | `10.1 um` |
| Setup bufs post-CTS | `0` |
| PwrDens | `372 nW/um^2` |
| Placer Congestion | `0.811` |
| CTS root buf | `clkbuf_8` |
| Switch share | `0.310` |
| Clock share of power | `0.245` |
| # DRC | `0` |
| Syn Std Cell Area | `1350 um^2` |
| Hpwl dp | `2500 um` |
| Post-synth area hogs | `dfrtp_1 35%, ha_1 17%, and2_1 7.4%` |
| Vias | `1021` |
| Worst Reg2Reg Path Length in Cells | `10` |
| HP Start | `tap_sense` |
| CTS tree | `built` |
| Hold path depth | `1` |
| Die Area | `14600 um^2` |
| Top-area cell share | `0.353` |
| Worst EP arrival | `2.84 ns` |
| Post-synthesis area per instance | `9.43 um^2` |
| RSZ-0062 raised after global routing | `no` |
| Sequential cell fraction of total power | `0.487` |
| Diode count | `0` |
| Synth area leader | `dfrtp_1` |
| Global-route wire length before repair | `5020 um` |
| Worst VDD drop | `165 uV` |
| Most used cell along the critical path | `ha_1` |
| Cell Type Count | `31` |
| Vias in the first global route | `1037` |
| Worst-margin pin slew | `0.407 ns` |
| Maxcap violations | `0` |
| Outcome | `finished, final reports clean` |
| R2r endpoint | `c_rstn` |
| Yosys cell count | `143` |
| Final hold viol count | `0` |
| CP max-delay cell | `dfrtp_1` |
| Routed WL | `3020 um` |
| Clock transition at the registers of the reported paths | `0.07 ns` |
| Psw | `202 uW` |
| I/O Buffers | `19` |
| Setup violations, final | `0` |
| Area grow syn2layout | `29.7%` |
| WS Path Type | `reg -> reg` |
| Worst Path Max Fanout | `7` |
| CTS Sinks | `19` |
## layout by cell type (no fill, tap or decap), types with 4 or more instances in the layout
master	count
a21oi_1	4
nor2_1	6
clkdlybuf4s50_1	19
and2_1	16
nand4_1	6
xor2_1	6
inv_1	17
xnor2_1	8
nand2_1	7
nand3_1	6
dfrtp_1	19
ha_1	18
## critical path: cells and delay by family (launching register included)
kind	cells	cell delay (ns)
DFF	1	0.46
and+or+nand+nor	5	0.87
adders and majority gates	2	0.54
xor gates and xnor gates	1	0.23
AOI/OAI and AO/OA	2	0.49
## final cells by class
class / count / area, um^2 / share of cell area
Multi-Input combinational cell: 105 / 801 / 0.458
Sequential cell: 19 / 475 / 0.272
Timing Repair Buffer: 20 / 198 / 0.113
Tap cell: 133 / 166 / 0.0951
Inverter: 17 / 63.8 / 0.0365
Clock buffer: 4 / 45.0 / 0.0258
## per-layer routing
layer	vias up	wire [um]	global-route usage
met4	0	15	0.00226
met1	474	1370	0.0541
met5	-	0	0
li1	535	-	-
met2	10	1490	0.0721
met3	2	136	0.0146
## registers in the layout, indices dropped and copies added (netlist names)
name         flops
tap_pulse_r      1
counter         16
c_rstn           1
tap_sense        1
## cell families (layout without fill, tap and decap cells)
family	count (synthesis)	after routing	synth area share
simple gates	59	59	0.261
flops	19	19	0.353
buf+inv	19	41	0.0538
fa+ha+maj	18	18	0.167
xor+xnor	15	15	0.103
compound gates	13	13	0.0631
## power by group through the flow
stage | combinational, uW | sequential [uW] | clock [uW]
4_1_cts | 180 | 318 | 166
5_1_grt | 202 | 327 | 178
6_report | 175 | 317 | 160
## worst max-delay path by stage
stage,from,endpoint,slack (ns)
finish,counter[0],c_rstn,0.62
CTS,counter[0],c_rstn,0.62
global route,counter[0],c_rstn,0.34
## per-stage QoR
| step | cells | area, um^2 | power, uW | setup WS (ns) | utilization |
|---|---|---|---|---|---|
| 6_report | 298 | 1750 | 651 | 0.621 | 0.177 |
| 5_1_grt | 298 | 1750 | 708 | 0.344 | 0.177 |
| 4_1_cts | 298 | 1750 | 665 | 0.620 | 0.177 |
| 3_5_place_dp | 294 | 1700 | 503 | 0.632 | 0.173 |
| 3_3_place_gp | 294 | 1700 | 499 | 0.668 | 0.173 |
| 2_1_floorplan | 143 | 1350 | 418 | 0.957 | - |
No activity file was given, so power comes from the tool's default toggle rates.
